===== design.v =====
`timescale 1ns / 1ps
module data_mem(
input [15:0]dM,
input [2:0]aM,
input clk,wr,
output reg [15:0]m
    );
reg [15:0]mem[7:0];	 
integer i;
	 initial 
	  for(i=0;i<8;i=i+1)
	  begin
	  mem[i]=0;
	  end
always@(posedge clk)
begin
 if(wr==1)
  mem[aM]=dM;
end	 
always@(negedge clk)
begin 
m=mem[aM];
end
endmodule

===== run.sh =====
#!/bin/bash
# OpenROAD 26Q1-2900-gdf79404cd8, Yosys 0.63+post, stock flow scripts
make -C /OpenROAD-flow-scripts/flow DESIGN_CONFIG=/design/flow/config.mk WORK_HOME=/design/flow/orfs finish

===== config.mk =====
export PLATFORM = sky130hd
export DESIGN_NAME = data_mem
export DESIGN_NICKNAME = data_mem
export VERILOG_FILES = /design/flow/design.v
export SDC_FILE = /design/flow/constraint.sdc
export NUM_CORES = 4
export LEC_CHECK = 1
export CORE_UTILIZATION = 50

===== constraint.sdc =====
current_design data_mem

set clk_period 3.5
set clk_io_pct 0.2

create_clock -name clk0 -period $clk_period [get_ports {clk}]

set non_clock_inputs [all_inputs -no_clocks]
set_input_delay [expr $clk_period * $clk_io_pct] -clock clk0 $non_clock_inputs
set_output_delay [expr $clk_period * $clk_io_pct] -clock clk0 [all_outputs]

==> summary.txt <==
The run has ended; figures from its reports follow.

The flow ran to the end, and the final reports show no timing, DRC or antenna violations. The top cell type by area accounts for 72.40% of the synthesized area. The share of the yosys chip area belonging to registers is 78.44%.

The via-per-instance ratio is 5.403. The share of the core area taken by cells at floorplan is 51.42%. The maximum number of buffers from clock root to sink came out at 2. In the Yosys report the total cell count is 272. In the placement report, post-DP HPWL is listed as 6.212 mm. CTS built an H-tree with a depth of 4. The clock share of power came out at 45.7%. TritonCTS built the clock tree.

The critical path in this run is classified as flip-flop to primary output. Pin placement for this block handled 37 I/O pins. In this run the static leakage power is 2.455 nW.

The count of endpoints failing setup in the final report came out at 0. In the final layout, the share of cells above drive strength 1 is 28.31%. The number of antenna-violating nets in the routed design is 0. The sort of element at the end of the critical path is a primary output. The final weighted congestion of routability-driven global placement came out at 0.7709. The horizontal die dimension reported for this design is 105.0 um.

The post-route cell area is 0.006787 sq mm. The most critical min-delay path falls under primary input to flip-flop. The power share of the sequential group is 48.6%.

The via count of the first global-routing pass is 2,853. Setup repair after global routing left no endpoint under its margin. The worst setup path is launched from a flip-flop. Adding up every negative setup slack in the final design gives 0 ns. The timing report gives the clock slew at the launch and capture registers of the worst setup and hold paths as 0.06 ns. In this run the cell area measured after placement is 0.006095 sq mm. Entering global routing, the biggest net connects 18 pins.

The post-synthesis chip area from yosys is 0.005309 sq mm. In this run, CTS created clock tree buffers numbering 17. The synthesized netlist cell count came out at 272. The combined global-route utilization of all metal layers came out at 21.64%. The total number of vias came out at 2,777. Broken down by cell family, the worst path's largest delay share belongs to flip-flops.

The total power of the final layout came out at 0.004041 W. After floorplanning, the die was sized to cover 0.01103 sq mm. The remaining global-route overflow came out at 0. The filler-free cell count of the finished design is 514. The most common cell after layout, fill and taps aside is sky130_fd_sc_hd__edfxtp_1. The number of different library cells in the post-synthesis netlist is 27.

The detailed-router iteration count before antenna repair is 6. The warning count from the yosys run is 1. Ranking logic cells in the layout by count gives the top entries sky130_fd_sc_hd__edfxtp_1 (128), sky130_fd_sc_hd__buf_4 (28), sky130_fd_sc_hd__mux2_2 (23), sky130_fd_sc_hd__clkbuf_16 (17), sky130_fd_sc_hd__clkdlybuf4s50_1 (17). The combined buffer and inverter count along the critical path came out at 1. For this design the total switching power over the nets is 0.0008116 W. The combinational cell fraction of total power is 5.7%. Looking at the critical path, the single cell with the biggest stage delay is sky130_fd_sc_hd__dfxtp_2. The longest individual stage delay on the worst path is 0.30 ns. The max-slew violation count came out at 0. The power density of the placed cells came out at 595.4 mW/mm^2. The signal on the critical path passes through dlygate4sd2_1. The residual DRC count came out at 0. The top cell type by total area after synthesis is sky130_fd_sc_hd__edfxtp_1. The stage logs contain a warning count of 42. The required time at the worst endpoint is listed as 2.80 ns. Data arrives at the worst endpoint at 2.76 ns. The number of cells in the design after placement is 466. The worst-case headroom to the max-slew limit came out at 60.42%.

The insertion delay to the later sink of the worst-skew pair came out at 0.50 ns. The mapped cell area is 0.005309 sq mm. The main area contributors are sky130_fd_sc_hd__edfxtp_1 (72%), sky130_fd_sc_hd__dfxtp_1 (6.0%), sky130_fd_sc_hd__mux2_2 (4.9%).

The routed design ends up with an antenna cell count of 0. The total wire length after detailed routing came out at 9.928 mm. The floorplan step set the die height to 105.0 um. The internal power of the cells totals 0.003229 W.

After synthesis the netlist holds a flip-flop and latch count of 144. The final routed wire length divided by cell count came out at 19.32 um. The number of setup buffers added after CTS is 0.

Per the placement log, port buffering inserted 36 buffers. The hold violation count in the final report came out at 0. The core region is 0.01032 sq mm.

A synthesized cell averages 19.52 sq um. The worst slack on hold paths is 0.8954 ns. Net switching is 20.09% of the power. For the pin with the worst max-slew slack, the measured transition is 0.5914 ns. The maximum fanout along the worst path came out at 1. The number of max-cap violations is 0. The iteration-0 DRC count of the detailed router came out at 122. The initial antenna violation count was 0. The first global-routing pass estimated 15.64 mm of wire. The tree is rooted in a sky130_fd_sc_hd__clkbuf_8. The number of rows created at floorplan is 37. The peak supply drop is 0.3204 mV. The layout overhead on the synthesized area came out at 27.83%.

The number of clock sinks came out at 144. For this design, the CTS-stage hold fixing added 0 buffers. The final setup skew is 0.02797 ns.
-- cell usage after synthesis --
| master | n |
|---|---|
| sky130_fd_sc_hd__nor2_1 | 14 |
| sky130_fd_sc_hd__and2_1 | 3 |
| sky130_fd_sc_hd__mux2_2 | 23 |
| sky130_fd_sc_hd__a21oi_1 | 3 |
| sky130_fd_sc_hd__mux2i_1 | 12 |
| sky130_fd_sc_hd__o22a_1 | 1 |
| sky130_fd_sc_hd__edfxtp_1 | 128 |
| sky130_fd_sc_hd__o211ai_1 | 1 |
| sky130_fd_sc_hd__buf_2 | 6 |
| sky130_fd_sc_hd__mux4_2 | 3 |
| sky130_fd_sc_hd__inv_1 | 1 |
| sky130_fd_sc_hd__and3_1 | 3 |
| sky130_fd_sc_hd__buf_6 | 2 |
| sky130_fd_sc_hd__nand2_1 | 5 |
| sky130_fd_sc_hd__buf_8 | 1 |
| sky130_fd_sc_hd__a221oi_1 | 9 |
| sky130_fd_sc_hd__mux4_1 | 7 |
| sky130_fd_sc_hd__buf_1 | 1 |
| sky130_fd_sc_hd__o21ai_0 | 10 |
| sky130_fd_sc_hd__a22oi_1 | 10 |
| sky130_fd_sc_hd__clkbuf_1 | 3 |
| sky130_fd_sc_hd__dfxtp_1 | 16 |
| sky130_fd_sc_hd__nor2b_1 | 4 |
| sky130_fd_sc_hd__nor3b_1 | 2 |
| sky130_fd_sc_hd__nor3_1 | 1 |
| sky130_fd_sc_hd__o2bb2ai_1 | 1 |
| sky130_fd_sc_hd__mux2_4 | 2 |
-- timing repair --
| item | CTS | global route |
|---|---|---|
| gates cloned | 1 | 0 |
| setup endpoints to repair | 28 | 8 |
| gates resized | 30 | 11 |
-- power by group through the flow --
stage	registers (W)	logic (W)	clock network, W
CTS	0.00196	0.000233	0.00188
global route	0.00197	0.000252	0.00197
finish	0.00196	0.000231	0.00185
-- sequential cells by signal (all words and copies together) (netlist names) --
register  flops
mem         128
m            16
-- routing by layer --
metal	global-route usage (%)	wire length, um
met5	0	0
met4	3.018	86
met3	11.05	1098
met2	31.13	4785
met1	35.16	3957
-- final cells by class --
cell class                 instances  area, sq um
clock buffer                      21        450.4
clock inverter                    27        210.2
fill                             690         3537
multi-input combinational        114         1064
sequential                       144         4178
tap                              136        170.2
timing repair buffer              72        714.4
-- metrics by stage --
step | setup slack [ns] | utilization [%]
CTS | 0.008721 | 65.66
finish | 0.04469 | 65.74
global placement | -0.5513 | 59.04
detailed placement | -0.5649 | 59.04
floorplan | -0.04057 | -
global route | 0.0003599 | 65.74
-- path summary, 6_finish.rpt --
kind | from | end | cells after the start | slack (ns)
worst max-delay path | m[13]$_DFF_N_ | m[13] | 1 | 0.04
worst min register to register | mem[0][9]$_DFFE_PP_ | m[9]$_DFF_N_ | 2 | 2.25
worst min-delay path | aM[0] | mem[7][3]$_DFFE_PP_ | 4 | 0.90
worst max register to register | mem[1][10]$_DFFE_PP_ | m[10]$_DFF_N_ | 2 | 0.47
-- logic make-up (layout without fill, tap and decap cells) --
group / count (synthesis) / after routing / share of synthesized area [%]
compound gates: 35 / 35 / 4.596
buf+inv: 14 / 120 / 1.626
flops: 144 / 144 / 78.44
mux: 47 / 47 / 12.44
simple gates: 32 / 32 / 2.899
-- worst register-to-register path, stage by stage (launching register included) --
cell and delay [ns]:
sky130_fd_sc_hd__edfxtp_1 0.35, sky130_fd_sc_hd__mux4_1 0.51, sky130_fd_sc_hd__mux2_2 0.28
Power and IR drop assume default switching activity.
