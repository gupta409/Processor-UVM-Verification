`flow/config.mk`:
```
export PLATFORM = sky130hd
export DESIGN_NAME = reg_file
export DESIGN_NICKNAME = reg_file
export VERILOG_FILES = /design/flow/design.v
export SDC_FILE = /design/flow/constraint.sdc
export NUM_CORES = 4
export LEC_CHECK = 1
export CORE_UTILIZATION = 50
```
`flow/constraint.sdc`:
```
current_design reg_file

set clk_period 1.7
set clk_io_pct 0.2

create_clock -name clk0 -period $clk_period [get_ports {clk}]

set non_clock_inputs [all_inputs -no_clocks]
set_input_delay [expr $clk_period * $clk_io_pct] -clock clk0 $non_clock_inputs
set_output_delay [expr $clk_period * $clk_io_pct] -clock clk0 [all_outputs]
```
`flow/design.v`:
```
`timescale 1ns / 1ps
module reg_file(
    output reg [15:0] r0, 
    output reg [15:0] r1, 
    input clk,
	 input [1:0] reconfig, 
    input [2:0] a0,		 
    input [2:0] a1,		 
    input [2:0] d,		 
    input [15:0] wr,		 
    input [1:0] w_en		 
    );
	 reg [15:0]gpr[7:0];
	 integer i;
	 initial 
	  for(i=0;i<8;i=i+1)
	  begin
	  gpr[i]=0;
	  end
	 always@(negedge clk)
		begin
			if(reconfig==2'b11)
				begin
					r0<=gpr[a0];	 
					r1<=gpr[a1];	 
				end
			else if(reconfig==2'b10)
				begin
					r0<={gpr[a0][15:8],{8{1'b0}}};
					r1<={gpr[a1][15:8],{8{1'b0}}};
				end
			else if(reconfig==2'b01)
				begin
					r0<={{8{1'b0}},gpr[a0][7:0]};
					r1<={{8{1'b0}},gpr[a1][7:0]};
				end
			else
				begin
					r0<=16'b0;
					r1<=16'b0;
				end
		end
	always@(posedge clk)	 
		begin					 
			if(w_en==2'b11)
				gpr[d]<=wr;	 
			else if(w_en==2'b01)
				gpr[d][7:0]<=wr[7:0];	 
			else if(w_en==2'b10)
				gpr[d][15:8]<=wr[15:8];	 
		end
endmodule
```
`flow/run.sh`:
```
#!/bin/bash
# OpenROAD 26Q1-2900-gdf79404cd8, Yosys 0.63+post, stock flow scripts
make -C /OpenROAD-flow-scripts/flow DESIGN_CONFIG=/design/flow/config.mk WORK_HOME=/design/flow/orfs finish
```
==> flow_summary.json <==
{
  "status": "finished with violations",
  "violations": "setup timing",
  "ys_seq_share": 0.650,
  "ioPinCount": 62,
  "relSlewSlack": 0.748,
  "drive_above_1_share": 0.497,
  "wl_per_cell_um": 21.7,
  "syn_avg_cell_area_um2": 17.1,
  "row_count": 42,
  "path_max_fanout": 1,
  "arrival_ps": 1720,
  "fin_ws_ps": -358,
  "p_total_w": 0.00964,
  "numSynthFlops": 160,
  "place_area_um2": 8100,
  "cts_tree": "built",
  "ant_nets": 0,
  "peakVddDrop_mv": 0.670,
  "finClkSkew_ps": 32.0,
  "required_ps": 1360,
  "first_pass_iters": 4,
  "path_class": "register to output port",
  "clkLatencyLatePin_ps": 450,
  "finalWirelength_mm": 16.3,
  "flop_cell": "edfxtp_1",
  "p_per_area_nw_per_um2": 1070,
  "warning_count": 60,
  "p_comb_frac": 0.098,
  "crit_start": "r0[7]",
  "dp.final_hpwl_mm": 10.4,
  "first_global_vias": 4552,
  "syn_inst": 404,
  "worst-path-buf-inv": 1,
  "path_cells": "buf_2",
  "final-instance-count-excl-fill": 751,
  "setup_viol": 64,
  "edf_count": 128,
  "core_um2": 13300,
  "htree_levels": 4,
  "cts-buffers-inserted": 17,
  "grt_pass1_wl_mm": 25.2,
  "worstReg2RegStart": "gpr[1][10]",
  "cp_top_family": "flip-flops",
  "first_iter_violations": 280,
  "worst_path_max_delay_cell": "dfxtp_2",
  "seq_power_share": 0.464,
  "die_w_um": 119,
  "synth.distinct_cells": 22,
  "cap_violations": 0,
  "fin_area_um2": 8970,
  "gr-usage-all-layers": 0.266,
  "p_sw_w": 0.00213,
  "slew_viol_final": 0,
  "die-height_um": 119,
  "start_kind": "register",
  "diodes": 0,
  "clockBufferDepth": 2,
  "final_core_util": 0.672,
  "numPortBuffers": 61,
  "holdBufCountCts": 0,
  "post-place-cells": 678,
  "yosys_warnings": 1,
  "fp_util": 0.517,
  "p_int_w": 0.00752,
  "topCellsByArea": "edfxtp_1 (56%), dfxtp_1 (9.3%), mux4_2 (8.8%), mux2_2 (5.2%), mux2i_1 (4.6%)",
  "synthesis.area_um2": 6900,
  "endpoint_kind": "output port",
  "final_layout_top_logic_cell": "edfxtp_1",
  "worst_pin_slew_ps": 376,
  "gp_congestion": 0.807,
  "fillers": 923,
  "grt-ovfl-total": 0,
  "min_path_type": "primary input to register",
  "root_buffer": "clkbuf_16",
  "area_growth_pct": 30.0,
  "antenna_found_initial": 0,
  "viasPerCell": 5.64,
  "swShare": 0.220,
  "slowest_delay_ps": 320,
  "drcViolationCount": 0,
  "yosysTopAreaCellShare": 0.557,
  "finalHoldWorstSlack_ps": 661,
  "async_flop_share": 0,
  "p_clk_frac": 0.438,
  "layout_top_cells": "edfxtp_1 (128), buf_4 (54), buf_2 (35)",
  "grt_max_degree": 24,
  "die-area_um2": 14300,
  "clkSinkCount": 160,
  "vias": 4232,
  "final-hold-violation-count": 0,
  "clkTransAtPathRegs_ps": 60,
  "yosysCellCount": 404,
  "rsz0062_at_grt": "yes",
  "p_leak_nw": 3.52,
  "r2r_setup_slack_ps": -290,
  "largest_area_cell": "edfxtp_1",
  "hold_start": "wr[5]",
  "yosys_area_um2": 6900
}
registers in the layout, indices dropped and copies added (netlist names):
name and count:
r0 16, gpr 128, r1 16
cell usage after synthesis, types with 9 or more instances:
master    number
inv_1         33
mux2_2        32
nor2_1        12
buf_4          9
a221oi_2      18
mux2i_1       32
dfxtp_1       32
o21ai_0       32
edfxtp_1     128
a221oi_1      14
mux4_2        27
kinds of logic after synthesis:
| logic type | count (synthesis) | share of synthesized area |
|---|---|---|
| and+or+nand+nor | 27 | 0.0187 |
| muxes | 96 | 0.206 |
| DFF | 160 | 0.650 |
| buffers and inverters | 57 | 0.0459 |
| AOI/OAI and AO/OA | 64 | 0.0801 |
power by group through the flow:
stage | logic [W] | registers, W | clock network [W]
finish | 0.000943 | 0.00447 | 0.00423
CTS | 0.000945 | 0.00448 | 0.00428
global route | 0.00101 | 0.00449 | 0.00451
final timing paths:
path | endpoint | cells past startpoint
setup / recovery | r0[7] | 1
hold / removal | gpr[1][5] | 1
hold reg to reg | r0[7] | 2
setup reg to reg | r1[10] | 3
layout make-up:
class | count | area [µm²] | area share
Sequential cell | 160 | 4500 | 0.502
Multi-Input combinational cell | 187 | 2190 | 0.244
Timing Repair Buffer | 132 | 1190 | 0.132
Clock buffer | 22 | 518 | 0.0577
Clock inverter | 42 | 231 | 0.0258
Tap cell | 176 | 220 | 0.0245
Inverter | 32 | 120 | 0.0134
per-stage QoR:
stage / worst slack (ps) / TNS, ps
2_1_floorplan: -477 / -13310
3_3_place_gp: -1160 / -42640
3_5_place_dp: -1180 / -43460
4_1_cts: -372 / -19050
5_1_grt: -405 / -20620
6_report: -358 / -18480
per-layer routing:
metal / part of all wire / GRT usage
met1: 0.40 / 0.409
met5: 0 / 0
met4: 0.014 / 0.0352
met3: 0.13 / 0.160
met2: 0.46 / 0.372
repair_timing:
| action | CTS | global route |
|---|---|---|
| gates cloned | 3 | 0 |
| hold endpoints to repair | 0 | 0 |
| pin swaps | 2 | 0 |
| setup endpoints to repair | 64 | 64 |
| buffers inserted | 8 | 0 |
| gates resized | 190 | 0 |
No activity file was given, so power comes from the tool's default toggle rates.
